### design/flow/constraint.sdc
current_design user_krnl_control_s_axi

set clk_period 4.7
set clk_io_pct 0.2

create_clock -name clk0 -period $clk_period [get_ports {ACLK}]

set non_clock_inputs [all_inputs -no_clocks]
set_input_delay [expr $clk_period * $clk_io_pct] -clock clk0 $non_clock_inputs
set_output_delay [expr $clk_period * $clk_io_pct] -clock clk0 [all_outputs]
### design/flow/config.mk
export PLATFORM = sky130hd
export DESIGN_NAME = user_krnl_control_s_axi
export DESIGN_NICKNAME = user_krnl_control_s_axi
export VERILOG_FILES = /design/flow/design.v
export SDC_FILE = /design/flow/constraint.sdc
export NUM_CORES = 4
export LEC_CHECK = 1
export CORE_UTILIZATION = 40
### design/flow/design.v
`timescale 1ns/1ps
module user_krnl_control_s_axi
#(parameter
    C_S_AXI_ADDR_WIDTH = 7,
    C_S_AXI_DATA_WIDTH = 32
)(
    input  wire                          ACLK,
    input  wire                          ARESET,
    input  wire                          ACLK_EN,
    input  wire [C_S_AXI_ADDR_WIDTH-1:0] AWADDR,
    input  wire                          AWVALID,
    output wire                          AWREADY,
    input  wire [C_S_AXI_DATA_WIDTH-1:0] WDATA,
    input  wire [C_S_AXI_DATA_WIDTH/8-1:0] WSTRB,
    input  wire                          WVALID,
    output wire                          WREADY,
    output wire [1:0]                    BRESP,
    output wire                          BVALID,
    input  wire                          BREADY,
    input  wire [C_S_AXI_ADDR_WIDTH-1:0] ARADDR,
    input  wire                          ARVALID,
    output wire                          ARREADY,
    output wire [C_S_AXI_DATA_WIDTH-1:0] RDATA,
    output wire [1:0]                    RRESP,
    output wire                          RVALID,
    input  wire                          RREADY,
    output wire                          interrupt,
    output wire                          ap_start,
    input  wire                          ap_done,
    input  wire                          ap_ready,
    input  wire                          ap_idle,
    output wire [31:0]                   useConn,
    output wire [31:0]                   useIpAddr,
    output wire [31:0]                   pkgWordCount,
    output wire [31:0]                   basePort,
    output wire [31:0]                   usePort,
    output wire [31:0]                   expectedRespInKBPerCon,
    output wire [31:0]                   delayedCycles,
    output wire [31:0]                   baseIpAddress,
    output wire [31:0]                   expectedRespInKBTotal,
    output wire [31:0]                   clientPkgNum,
    output wire [63:0]                   axi00_ptr0
);
localparam
    ADDR_AP_CTRL                       = 7'h00,
    ADDR_GIE                           = 7'h04,
    ADDR_IER                           = 7'h08,
    ADDR_ISR                           = 7'h0c,
    ADDR_USECONN_DATA_0                = 7'h10,
    ADDR_USECONN_CTRL                  = 7'h14,
    ADDR_USEIPADDR_DATA_0              = 7'h18,
    ADDR_USEIPADDR_CTRL                = 7'h1c,
    ADDR_PKGWORDCOUNT_DATA_0           = 7'h20,
    ADDR_PKGWORDCOUNT_CTRL             = 7'h24,
    ADDR_BASEPORT_DATA_0               = 7'h28,
    ADDR_BASEPORT_CTRL                 = 7'h2c,
    ADDR_USEPORT_DATA_0                = 7'h30,
    ADDR_USEPORT_CTRL                  = 7'h34,
    ADDR_EXPECTEDRESPINKBPERCON_DATA_0 = 7'h38,
    ADDR_EXPECTEDRESPINKBPERCON_CTRL   = 7'h3c,
    ADDR_DELAYEDCYCLES_DATA_0          = 7'h40,
    ADDR_DELAYEDCYCLES_CTRL            = 7'h44,
    ADDR_BASEIPADDRESS_DATA_0          = 7'h48,
    ADDR_BASEIPADDRESS_CTRL            = 7'h4c,
    ADDR_EXPECTEDRESPINKBTOTAL_DATA_0  = 7'h50,
    ADDR_EXPECTEDRESPINKBTOTAL_CTRL    = 7'h54,
    ADDR_CLIENTPKGNUM_DATA_0           = 7'h58,
    ADDR_CLIENTPKGNUM_CTRL             = 7'h5c,
    ADDR_AXI00_PTR0_DATA_0             = 7'h60,
    ADDR_AXI00_PTR0_DATA_1             = 7'h64,
    ADDR_AXI00_PTR0_CTRL               = 7'h68,
    WRIDLE                             = 2'd0,
    WRDATA                             = 2'd1,
    WRRESP                             = 2'd2,
    WRRESET                            = 2'd3,
    RDIDLE                             = 2'd0,
    RDDATA                             = 2'd1,
    RDRESET                            = 2'd2,
    ADDR_BITS         = 7;
    reg  [1:0]                    wstate = WRRESET;
    reg  [1:0]                    wnext;
    reg  [ADDR_BITS-1:0]          waddr;
    wire [31:0]                   wmask;
    wire                          aw_hs;
    wire                          w_hs;
    reg  [1:0]                    rstate = RDRESET;
    reg  [1:0]                    rnext;
    reg  [31:0]                   rdata;
    wire                          ar_hs;
    wire [ADDR_BITS-1:0]          raddr;
    reg                           int_ap_idle;
    reg                           int_ap_ready;
    reg                           int_ap_done = 1'b0;
    reg                           int_ap_start = 1'b0;
    reg                           int_auto_restart = 1'b0;
    reg                           int_gie = 1'b0;
    reg  [1:0]                    int_ier = 2'b0;
    reg  [1:0]                    int_isr = 2'b0;
    reg  [31:0]                   int_useConn = 'b0;
    reg  [31:0]                   int_useIpAddr = 'b0;
    reg  [31:0]                   int_pkgWordCount = 'b0;
    reg  [31:0]                   int_basePort = 'b0;
    reg  [31:0]                   int_usePort = 'b0;
    reg  [31:0]                   int_expectedRespInKBPerCon = 'b0;
    reg  [31:0]                   int_delayedCycles = 'b0;
    reg  [31:0]                   int_baseIpAddress = 'b0;
    reg  [31:0]                   int_expectedRespInKBTotal = 'b0;
    reg  [31:0]                   int_clientPkgNum = 'b0;
    reg  [63:0]                   int_axi00_ptr0 = 'b0;
assign AWREADY = (wstate == WRIDLE);
assign WREADY  = (wstate == WRDATA);
assign BRESP   = 2'b00;   
assign BVALID  = (wstate == WRRESP);
assign wmask   = { {8{WSTRB[3]}}, {8{WSTRB[2]}}, {8{WSTRB[1]}}, {8{WSTRB[0]}} };
assign aw_hs   = AWVALID & AWREADY;
assign w_hs    = WVALID & WREADY;
always @(posedge ACLK) begin
    if (ARESET)
        wstate <= WRRESET;
    else if (ACLK_EN)
        wstate <= wnext;
end
always @(*) begin
    case (wstate)
        WRIDLE:
            if (AWVALID)
                wnext = WRDATA;
            else
                wnext = WRIDLE;
        WRDATA:
            if (WVALID)
                wnext = WRRESP;
            else
                wnext = WRDATA;
        WRRESP:
            if (BREADY)
                wnext = WRIDLE;
            else
                wnext = WRRESP;
        default:
            wnext = WRIDLE;
    endcase
end
always @(posedge ACLK) begin
    if (ACLK_EN) begin
        if (aw_hs)
            waddr <= AWADDR[ADDR_BITS-1:0];
    end
end
assign ARREADY = (rstate == RDIDLE);
assign RDATA   = rdata;
assign RRESP   = 2'b00;   
assign RVALID  = (rstate == RDDATA);
assign ar_hs   = ARVALID & ARREADY;
assign raddr   = ARADDR[ADDR_BITS-1:0];
always @(posedge ACLK) begin
    if (ARESET)
        rstate <= RDRESET;
    else if (ACLK_EN)
        rstate <= rnext;
end
always @(*) begin
    case (rstate)
        RDIDLE:
            if (ARVALID)
                rnext = RDDATA;
            else
                rnext = RDIDLE;
        RDDATA:
            if (RREADY & RVALID)
                rnext = RDIDLE;
            else
                rnext = RDDATA;
        default:
            rnext = RDIDLE;
    endcase
end
always @(posedge ACLK) begin
    if (ACLK_EN) begin
        if (ar_hs) begin
            rdata <= 1'b0;
            case (raddr)
                ADDR_AP_CTRL: begin
                    rdata[0] <= int_ap_start;
                    rdata[1] <= int_ap_done;
                    rdata[2] <= int_ap_idle;
                    rdata[3] <= int_ap_ready;
                    rdata[7] <= int_auto_restart;
                end
                ADDR_GIE: begin
                    rdata <= int_gie;
                end
                ADDR_IER: begin
                    rdata <= int_ier;
                end
                ADDR_ISR: begin
                    rdata <= int_isr;
                end
                ADDR_USECONN_DATA_0: begin
                    rdata <= int_useConn[31:0];
                end
                ADDR_USEIPADDR_DATA_0: begin
                    rdata <= int_useIpAddr[31:0];
                end
                ADDR_PKGWORDCOUNT_DATA_0: begin
                    rdata <= int_pkgWordCount[31:0];
                end
                ADDR_BASEPORT_DATA_0: begin
                    rdata <= int_basePort[31:0];
                end
                ADDR_USEPORT_DATA_0: begin
                    rdata <= int_usePort[31:0];
                end
                ADDR_EXPECTEDRESPINKBPERCON_DATA_0: begin
                    rdata <= int_expectedRespInKBPerCon[31:0];
                end
                ADDR_DELAYEDCYCLES_DATA_0: begin
                    rdata <= int_delayedCycles[31:0];
                end
                ADDR_BASEIPADDRESS_DATA_0: begin
                    rdata <= int_baseIpAddress[31:0];
                end
                ADDR_EXPECTEDRESPINKBTOTAL_DATA_0: begin
                    rdata <= int_expectedRespInKBTotal[31:0];
                end
                ADDR_CLIENTPKGNUM_DATA_0: begin
                    rdata <= int_clientPkgNum[31:0];
                end
                ADDR_AXI00_PTR0_DATA_0: begin
                    rdata <= int_axi00_ptr0[31:0];
                end
                ADDR_AXI00_PTR0_DATA_1: begin
                    rdata <= int_axi00_ptr0[63:32];
                end
            endcase
        end
    end
end
assign interrupt              = int_gie & (|int_isr);
assign ap_start               = int_ap_start;
assign useConn                = int_useConn;
assign useIpAddr              = int_useIpAddr;
assign pkgWordCount           = int_pkgWordCount;
assign basePort               = int_basePort;
assign usePort                = int_usePort;
assign expectedRespInKBPerCon = int_expectedRespInKBPerCon;
assign delayedCycles          = int_delayedCycles;
assign baseIpAddress          = int_baseIpAddress;
assign expectedRespInKBTotal  = int_expectedRespInKBTotal;
assign clientPkgNum           = int_clientPkgNum;
assign axi00_ptr0             = int_axi00_ptr0;
always @(posedge ACLK) begin
    if (ARESET)
        int_ap_start <= 1'b0;
    else if (ACLK_EN) begin
        if (w_hs && waddr == ADDR_AP_CTRL && WSTRB[0] && WDATA[0])
            int_ap_start <= 1'b1;
        else if (ap_ready)
            int_ap_start <= int_auto_restart;  
    end
end
always @(posedge ACLK) begin
    if (ARESET)
        int_ap_done <= 1'b0;
    else if (ACLK_EN) begin
        if (ap_done)
            int_ap_done <= 1'b1;
        else if (ar_hs && raddr == ADDR_AP_CTRL)
            int_ap_done <= 1'b0;  
    end
end
always @(posedge ACLK) begin
    if (ARESET)
        int_ap_idle <= 1'b0;
    else if (ACLK_EN) begin
            int_ap_idle <= ap_idle;
    end
end
always @(posedge ACLK) begin
    if (ARESET)
        int_ap_ready <= 1'b0;
    else if (ACLK_EN) begin
            int_ap_ready <= ap_ready;
    end
end
always @(posedge ACLK) begin
    if (ARESET)
        int_auto_restart <= 1'b0;
    else if (ACLK_EN) begin
        if (w_hs && waddr == ADDR_AP_CTRL && WSTRB[0])
            int_auto_restart <=  WDATA[7];
    end
end
always @(posedge ACLK) begin
    if (ARESET)
        int_gie <= 1'b0;
    else if (ACLK_EN) begin
        if (w_hs && waddr == ADDR_GIE && WSTRB[0])
            int_gie <= WDATA[0];
    end
end
always @(posedge ACLK) begin
    if (ARESET)
        int_ier <= 1'b0;
    else if (ACLK_EN) begin
        if (w_hs && waddr == ADDR_IER && WSTRB[0])
            int_ier <= WDATA[1:0];
    end
end
always @(posedge ACLK) begin
    if (ARESET)
        int_isr[0] <= 1'b0;
    else if (ACLK_EN) begin
        if (int_ier[0] & ap_done)
            int_isr[0] <= 1'b1;
        else if (w_hs && waddr == ADDR_ISR && WSTRB[0])
            int_isr[0] <= int_isr[0] ^ WDATA[0];  
    end
end
always @(posedge ACLK) begin
    if (ARESET)
        int_isr[1] <= 1'b0;
    else if (ACLK_EN) begin
        if (int_ier[1] & ap_ready)
            int_isr[1] <= 1'b1;
        else if (w_hs && waddr == ADDR_ISR && WSTRB[0])
            int_isr[1] <= int_isr[1] ^ WDATA[1];  
    end
end
always @(posedge ACLK) begin
    if (ARESET)
        int_useConn[31:0] <= 0;
    else if (ACLK_EN) begin
        if (w_hs && waddr == ADDR_USECONN_DATA_0)
            int_useConn[31:0] <= (WDATA[31:0] & wmask) | (int_useConn[31:0] & ~wmask);
    end
end
always @(posedge ACLK) begin
    if (ARESET)
        int_useIpAddr[31:0] <= 0;
    else if (ACLK_EN) begin
        if (w_hs && waddr == ADDR_USEIPADDR_DATA_0)
            int_useIpAddr[31:0] <= (WDATA[31:0] & wmask) | (int_useIpAddr[31:0] & ~wmask);
    end
end
always @(posedge ACLK) begin
    if (ARESET)
        int_pkgWordCount[31:0] <= 0;
    else if (ACLK_EN) begin
        if (w_hs && waddr == ADDR_PKGWORDCOUNT_DATA_0)
            int_pkgWordCount[31:0] <= (WDATA[31:0] & wmask) | (int_pkgWordCount[31:0] & ~wmask);
    end
end
always @(posedge ACLK) begin
    if (ARESET)
        int_basePort[31:0] <= 0;
    else if (ACLK_EN) begin
        if (w_hs && waddr == ADDR_BASEPORT_DATA_0)
            int_basePort[31:0] <= (WDATA[31:0] & wmask) | (int_basePort[31:0] & ~wmask);
    end
end
always @(posedge ACLK) begin
    if (ARESET)
        int_usePort[31:0] <= 0;
    else if (ACLK_EN) begin
        if (w_hs && waddr == ADDR_USEPORT_DATA_0)
            int_usePort[31:0] <= (WDATA[31:0] & wmask) | (int_usePort[31:0] & ~wmask);
    end
end
always @(posedge ACLK) begin
    if (ARESET)
        int_expectedRespInKBPerCon[31:0] <= 0;
    else if (ACLK_EN) begin
        if (w_hs && waddr == ADDR_EXPECTEDRESPINKBPERCON_DATA_0)
            int_expectedRespInKBPerCon[31:0] <= (WDATA[31:0] & wmask) | (int_expectedRespInKBPerCon[31:0] & ~wmask);
    end
end
always @(posedge ACLK) begin
    if (ARESET)
        int_delayedCycles[31:0] <= 0;
    else if (ACLK_EN) begin
        if (w_hs && waddr == ADDR_DELAYEDCYCLES_DATA_0)
            int_delayedCycles[31:0] <= (WDATA[31:0] & wmask) | (int_delayedCycles[31:0] & ~wmask);
    end
end
always @(posedge ACLK) begin
    if (ARESET)
        int_baseIpAddress[31:0] <= 0;
    else if (ACLK_EN) begin
        if (w_hs && waddr == ADDR_BASEIPADDRESS_DATA_0)
            int_baseIpAddress[31:0] <= (WDATA[31:0] & wmask) | (int_baseIpAddress[31:0] & ~wmask);
    end
end
always @(posedge ACLK) begin
    if (ARESET)
        int_expectedRespInKBTotal[31:0] <= 0;
    else if (ACLK_EN) begin
        if (w_hs && waddr == ADDR_EXPECTEDRESPINKBTOTAL_DATA_0)
            int_expectedRespInKBTotal[31:0] <= (WDATA[31:0] & wmask) | (int_expectedRespInKBTotal[31:0] & ~wmask);
    end
end
always @(posedge ACLK) begin
    if (ARESET)
        int_clientPkgNum[31:0] <= 0;
    else if (ACLK_EN) begin
        if (w_hs && waddr == ADDR_CLIENTPKGNUM_DATA_0)
            int_clientPkgNum[31:0] <= (WDATA[31:0] & wmask) | (int_clientPkgNum[31:0] & ~wmask);
    end
end
always @(posedge ACLK) begin
    if (ARESET)
        int_axi00_ptr0[31:0] <= 0;
    else if (ACLK_EN) begin
        if (w_hs && waddr == ADDR_AXI00_PTR0_DATA_0)
            int_axi00_ptr0[31:0] <= (WDATA[31:0] & wmask) | (int_axi00_ptr0[31:0] & ~wmask);
    end
end
always @(posedge ACLK) begin
    if (ARESET)
        int_axi00_ptr0[63:32] <= 0;
    else if (ACLK_EN) begin
        if (w_hs && waddr == ADDR_AXI00_PTR0_DATA_1)
            int_axi00_ptr0[63:32] <= (WDATA[31:0] & wmask) | (int_axi00_ptr0[63:32] & ~wmask);
    end
end
endmodule
### design/flow/run.sh
#!/bin/bash
# OpenROAD 26Q1-2900-gdf79404cd8, Yosys 0.63+post, stock flow scripts
make -C /OpenROAD-flow-scripts/flow DESIGN_CONFIG=/design/flow/config.mk WORK_HOME=/design/flow/orfs finish
==> summary.txt <==
Implementation results.

The run finished with clean final reports. The type of destination of the critical path is a flop. The highest-delay cell along the critical path is sky130_fd_sc_hd__clkdlybuf4s50_1. The worst-case reg-to-reg setup slack stands at 2.01 ns. The routed design has 85300 um of wire.

The worst-skew pair later-pin latency is 0.58 ns. The worst setup skew after layout is 0.0129 ns. The average instance area after synthesis is 10.1 um2.

After clock tree synthesis, the flow added hold-fix buffers numbering 0. The CTS root buffer is sky130_fd_sc_hd__clkbuf_16. The number of DRC violations after detailed-routing iteration 0 is 1698. Of the synthesized area, sequential elements account for 46.4%. The maximum level of the CTS H-tree is 2. The data arrival time at the worst-slack endpoint is 3.63 ns. The total non-filler cell area in the finished layout is 0.0266 mm2. The mapped netlist covers 0.0197 mm2.

The number of remaining DRC errors is 0. The post-placement cell area is 0.0251 mm2. The met1 track utilization from global routing is 49.1%. For this block, the via count after detailed routing is 17800. The number of cells on the worst hold path is listed as 2.

Pin placement for this block handled 488 I/O pins. In this run the VDD rail shows a maximum IR drop of 0.000228 V. Using the TritonRoute via totals, the vias-per-cell ratio works out to 5.81.

The clock edge transition at the registers on the reported setup and hold paths is 0.06 ns. The flow reports an fmax of 314 MHz. In the layout the commonest cells are 478 x sky130_fd_sc_hd__clkdlybuf4s50_1, 398 x sky130_fd_sc_hd__mux2i_1, 398 x sky130_fd_sc_hd__dfxtp_1. The critical path maximum fanout is 38.

Summing over the stages, the warning tally comes to 31. The start point of the worst hold path is int_ap_ready. The first global-routing pass estimated 122000 um of wire. Counting pins that exceed their max-slew limit in the final report gives 0.

The global-route usage over all layers is 34.7%. The worst setup path is launched from an input port. The met3 track utilization from global routing is 10.4%. The number of global-route vias before repair is 17200.

Looking at the clock tree report, the maximum root-to-sink buffer count equals 3. At the floorplan stage, the core utilization is reported as 40.9%. The count of instantiated cells in the yosys netlist is 1959. The number of distinct library cell variants in the gate-level netlist after synthesis is 68. The number of gates resized after CTS was 0. The area inside the core boundary is 0.0481 mm2. The worst hold path belongs to the class flop to flop. Per the OpenROAD floorplan log, the width of the die is 224 um. After layout, the worst path uses 67.7% of the clock period. The initial antenna violation count is 5. The detail route stage leaves a number of antenna-violating nets equal to 0. The transition time of the tightest slew-check pin is 0.943 ns.

The time the final worst path needs with I/O delays and setup is 3.18 ns. Among all flip-flop cells after synthesis, the most frequent one is sky130_fd_sc_hd__dfxtp_1. The total of endpoints with negative setup slack in the final report is 0.

The share of post-route cells with drive strength above 1 is 10.0%. The pre-antenna-repair detailed-routing pass consisted of 5 iterations. The global routing met2 resource utilization is 51.5%. The proportion of synthesized flip-flops having asynchronous set or reset is 0%.

The path with the worst hold slack has its endpoint at int_ap_ready. The register bit count reported by yosys is 437. The leakage component of the power is 12.2 nW.

The chip occupies 0.0501 mm2. The busiest layer in global routing is met2. Across all checked pins, the minimum headroom to the slew limit is 36.8%.

The worst setup path is of the input port to flop kind. Per the TritonCTS log, the buffer count is 49. The placed wire-length estimate is 58400 um. The most common logic cell in the routed design is sky130_fd_sc_hd__clkdlybuf4s50_1.

The weighted congestion reported at the end of routability-driven placement is 0.916. Port buffering added 483 buffers. The cell count after synthesis is 1959. For this sky-water flow run, the detailed-routed wirelength per cell is reported as 27.8 um. Setup repair after global routing left no endpoint under its margin. For reference, the critical path cell chain is clkdlybuf4s50_1 > and4b_2 > buf_12 > nand4_2 > mux2i_1 > nor2_1. The worst endpoint required time is 5.15 ns. The report puts the cell count of the worst reg-to-reg path at 5.

The count of flip-flops with a built-in enable after synthesis is 39. The area added between synthesis and finish is 35.3%. The area recorded from the Yosys report for this design is 0.0197 mm2. Among all stages on the critical path, the maximum delay recorded is 0.75 ns. The tool flagged a number of max-cap violations equal to 0. The TritonCTS clock tree is built.

The die outline height is 224 um. The launching point of the worst reg2reg path is waddr[1]. Looking at the post-CTS report, the setup buffer insertion count equals 0. The power per unit of standard cell area is 302 mW/mm2.

For reference, the final report shows the hold violation count at 0. After global routing the overflow that remains totals 0. Summed over all failing endpoints, the final setup total negative slack is 0 ns.

The number of sinks handled by clock tree synthesis is 437. After floorplanning, the core was divided into 80 placement rows. The largest net degree at the start of global routing is 156. Warnings reported by Yosys during synthesis add up to 1.
==> power by group <==
| part | total [mW] | internal (mW) | switching (mW) |
|---|---|---|---|
| Clock | 3.79 | 2.23 | 1.56 |
| Sequential | 3.78 | 3.77 | 0.0134 |
| Combinational | 0.463 | 0.132 | 0.331 |
==> per-layer routing <==
metal | routed length [um] | vias to the layer above
li1 | - | 7920
met1 | 34600 | 8624
met2 | 38200 | 1074
met3 | 8840 | 204
met4 | 3670 | 4
met5 | 31 | -
==> kinds of logic after synthesis <==
group                  Yosys count  synth area share, %
AND/OR/NAND/NOR                600                 16.1
multiplexers                   437                 22.5
flip-flops                     437                 46.4
AND-OR/OR-AND                  295                 10.6
buffers and inverters          189                 4.37
other                            1               0.0190
==> how the worst max path moves through the flow <==
stage	startpoint	end	cells after the start
after CTS	ARADDR[1]	rdata[13]	6
after global routing	ACLK_EN	flop	6
final	ACLK_EN	flop	6
==> Yosys cell counts (all sizes together) (3+ instances only) <==
cell / number / area share [%]
dfxtp: 398 / 40
mux2i: 398 / 20
nor2: 379 / 7.2
clkbuf: 107 / 2.0
buf: 70 / 2.1
o21ai: 56 / 1.4
a21oi: 51 / 1.3
nand4: 50 / 3.3
a22oi: 49 / 1.9
nand3: 44 / 1.1
edfxtp: 39 / 5.9
mux2: 39 / 2.2
nand2: 27 / 0.51
and3b: 21 / 0.93
a221oi: 18 / 0.80
nand3b: 17 / 0.65
a221o: 14 / 0.71
o211ai: 13 / 0.50
inv: 12 / 0.23
nor2b: 11 / 0.35
o2bb2ai: 11 / 0.49
a22o: 10 / 0.44
nor3b: 10 / 0.56
a31oi: 9 / 0.29
a32oi: 9 / 0.40
a211o: 7 / 0.31
and3: 7 / 0.22
o22ai: 7 / 0.22
a222oi: 6 / 0.31
nor3: 6 / 0.15
or3: 6 / 0.19
nand2b: 5 / 0.16
o221ai: 5 / 0.22
o22a: 5 / 0.22
nor4b: 4 / 0.24
a2bb2oi: 3 / 0.13
a32o: 3 / 0.15
and2: 3 / 0.095
o21a: 3 / 0.11
==> worst max-delay path: cells and delay by family <==
family	cells	cell delay, ns
muxes	1	0.35
and+or+nand+nor	3	1.23
buffers and inverters	2	1.06
==> final cells by class <==
type	count	area [um2]
Tap cell	656	821
Antenna cell	1	2.50
Clock buffer	75	1460
Fill cell	4054	21500
Inverter	12	45.0
Multi-Input combinational cell	1336	9790
Timing Repair Buffer	536	5270
Clock inverter	14	119
Sequential cell	437	9140
==> through the flow <==
stage	worst slack (ns)	cells	total power, mW	utilization (%)	hold slack (ns)
floorplan	1.68	1962	4.08	-	0.440
global placement	1.04	2977	4.31	52.1	0.478
detailed placement	0.967	2977	4.31	52.1	0.483
CTS	1.58	3066	8.07	55.3	0.492
global route	1.46	3067	8.26	55.3	0.522
finish	1.52	3067	8.04	55.3	0.498
Power is estimated from default activity; no workload was simulated.
